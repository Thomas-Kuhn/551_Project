--- run.sh ---
#!/bin/bash
# OpenROAD 26Q1-2900-gdf79404cd8, Yosys 0.63+post, stock flow scripts
make -C /OpenROAD-flow-scripts/flow DESIGN_CONFIG=/design/flow/config.mk WORK_HOME=/design/flow/orfs finish
--- constraint.sdc ---
current_design sqrt

set clk_period 12.0
set clk_io_pct 0.2

create_clock -name clk0 -period $clk_period [get_ports {clk}]

set non_clock_inputs [all_inputs -no_clocks]
set_input_delay [expr $clk_period * $clk_io_pct] -clock clk0 $non_clock_inputs
set_output_delay [expr $clk_period * $clk_io_pct] -clock clk0 [all_outputs]
--- config.mk ---
export PLATFORM = sky130hd
export DESIGN_NAME = sqrt
export DESIGN_NICKNAME = sqrt
export VERILOG_FILES = /design/flow/design.v
export SDC_FILE = /design/flow/constraint.sdc
export NUM_CORES = 4
export LEC_CHECK = 1
export CORE_UTILIZATION = 40
--- design.v ---
module sqrt(mag, go , clk, rst_n,sqrt,done);
input [15:0]mag;
input go, clk, rst_n;
output [7:0]sqrt;
output done;
wire[15:0] product, nxt_sqrt;
reg[7:0]cnt_mask, sqrt;
reg done;
wire iteq;
reg init;
localparam IDLE = 2'b00;
localparam COMPUTE = 2'b01;
localparam DONE = 2'b10;
reg[1:0] state, nxt_state;
always@(posedge clk)begin
	if(!rst_n)
		state <=  IDLE;
	else
		state <= nxt_state;
end
assign product = sqrt*sqrt;
assign iteq = (product>mag) ? 1'b0 : 1'b1;
assign nxt_sqrt = (iteq) ? (sqrt | cnt_mask) : (sqrt & ~cnt_mask) + (cnt_mask[7:1]);
always @(posedge clk)begin
	if(init)
		cnt_mask <= 8'h80;
	else
		cnt_mask <= cnt_mask >> 1;
end
always @(posedge clk)begin
	if(cnt_mask[0])
		done <= 1;
	else
		done <= 0;
end
always @(posedge clk)begin
	if(init)
		sqrt <= 8'h80;  
	else if (product != mag)
		sqrt <= nxt_sqrt;  
end
always @(*)begin
	init= 0;
	nxt_state = IDLE;
	case(state)
			IDLE: begin
				if(go && !done) begin
					init = 1;
					nxt_state = COMPUTE;
				end
				else nxt_state = IDLE;
			end
			COMPUTE: begin
				if(!done) begin
					init = 0;
					nxt_state = COMPUTE;
				end
				else
					nxt_state = DONE;
			end
			DONE: begin
				nxt_state = IDLE;
			end
	endcase
	end 
endmodule
==> reports/qor.json <==
{
  "remaining_drc_errors": 0,
  "clk_transition_reported_paths_ns": 0.07,
  "synth_flop_count": 20,
  "grt_util_met3_pct": 2.78,
  "postRouteAntennaNets": 0,
  "fin_tns_setup_ns": 0,
  "timing.hold.worst.start": "cnt_mask[0]",
  "max_clock_freq_mhz": 168,
  "postcts_setup_bufs": 0,
  "clock_sinks": 20,
  "ctsHoldBuffers": 0,
  "cell_breakdown_of_the_critical_path": "clkinv_1, nor2_1, fa_1, fa_1, inv_1, fa_1, fa_1, inv_1, ha_1, or3_1, o21ai_0, or3_1, nand3_1, ha_1, nand3_1, nor3_2, nand2_1, and2_4, a221oi_2",
  "cts_max_path_buffers": 2,
  "core_um2": 7330,
  "row_count": 31,
  "post_cts.resized_instances": 0,
  "mostFrequentLayoutCell": "sky130_fd_sc_hd__inv_1",
  "number_of_antenna_violations_at_the_first_check_in_global_routing": 0,
  "drv.max_cap_violation_count": 0,
  "grt_pass1_wl_um": 10600,
  "grt_max_degree": 12,
  "chipWidth_um": 89.7,
  "dp.final_hpwl_um": 4880,
  "tool_warnings": 27,
  "mean_cell_area_of_the_mapped_netlist_um2": 8.36,
  "dr.pass1.iters": 4,
  "type_of_the_worst_min_delay_path": "flip-flop to flip-flop",
  "skew_ns": 0.00309,
  "min_to": "done",
  "finalCriticalPeriod_ns": 5.95,
  "synth-async-reset-ratio_pct": 0,
  "grt_remaining_overflow": 0,
  "postSynthSeqShare_pct": 13.0,
  "reg2reg_capture_point": "sqrt[1]",
  "reg2reg_slack_ns": 6.05,
  "area.combinational_um2": 2370,
  "met2_usage_pct": 27.0,
  "netlist_area_um2": 3080,
  "gp_congestion": 0.849,
  "via_per_inst": 4.91,
  "report.final.hold_viol_count": 0,
  "setup.worst_path.class": "flip-flop to flip-flop",
  "cell_occurring_most_often_along_the_worst_timing_path": "sky130_fd_sc_hd__fa_1",
  "cp_max_fo": 11,
  "worstSetupStartpointType": "flip-flop",
  "area_growth_pct": 13.9,
  "worst_path_largest_cell_delay_ns": 0.54,
  "place.port_buffers": 27,
  "rsz0062_at_grt": "false",
  "globalRoute.busiestLayer": "met2",
  "worstPathRequired_ns": 12.17,
  "synth_chip_area_um2": 3080,
  "yosys_most_used_dff": "sky130_fd_sc_hd__dfxtp_1",
  "worstSetupEndpointType": "flip-flop",
  "lay_top_cells": "sky130_fd_sc_hd__inv_1 (71), sky130_fd_sc_hd__ha_1 (51), sky130_fd_sc_hd__nor2_1 (36)",
  "yosysWarnings": 1,
  "drt_iter0_markers": 86,
  "cts_root_buffer": "sky130_fd_sc_hd__clkbuf_8",
  "post_synth_inst_count": 368,
  "crit_slowest_cell": "sky130_fd_sc_hd__fa_1",
  "worstPathArrival_ns": 6.11,
  "worst_r2r_path_depth": 19,
  "slew_violations": 0,
  "clk-insertion-delay-late_ns": 0.26,
  "fill_cells": 685,
  "layout_cell_share_with_drive_strength_beyond_1_pct": 6.08,
  "critical_path.reg2reg.startpoint": "sqrt[5]",
  "routedWlPerCell_um": 11.7,
  "fp.dieArea_um2": 8040,
  "fraction_of_the_core_area_occupied_by_cells_at_floorplan_pct": 42.0,
  "utilization_pct": 47.8,
  "num_antenna_cells": 0,
  "numCtsBuffers": 3,
  "cts_htree_levels": 1,
  "yosys_cells": 368,
  "boundaryPins": 28,
  "synth.distinct_cells": 49,
  "finalSetupViolations": 0,
  "drt-total-wl_um": 5790,
  "status": "complete, no violations",
  "vias": 2425,
  "first_global_vias": 2374,
  "post-route-period-util_pct": 49.6,
  "enable_flop_cells": 0,
  "cts_tree": "yes",
  "met1_usage_pct": 26.8,
  "groute.usage.overall_pct": 17.1,
  "die-height_um": 89.7,
  "seqCellArea_um2": 400,
  "cell_depth_of_the_worst_min_delay_path": 0
}
-- layer usage --
| metal | part of all wire [%] | vias up |
|---|---|---|
| li1 | - | 1268 |
| met1 | 52 | 1114 |
| met2 | 43 | 39 |
| met3 | 4.3 | 4 |
| met4 | 0.54 | 0 |
| met5 | 0 | - |
-- worst max-delay path: cells and delay by family (launching register included) --
family | cells | cell delay [ns]
flip-flops | 1 | 0.43
adder cells (fa/ha/maj) | 6 | 2.64
buffers and inverters | 3 | 0.43
AND/OR/NAND/NOR | 8 | 1.94
AND-OR/OR-AND | 2 | 0.41
-- state kept, by name, summed over array words and instances (netlist names) --
signal and cells:
cnt_mask 8, done 1, sqrt 8, state 3
-- layout make-up --
type | count | area share (%)
Clock buffer | 4 | 1.57
Inverter | 76 | 8.15
Multi-Input combinational cell | 268 | 67.6
Sequential cell | 20 | 11.4
Tap cell | 99 | 3.54
Timing Repair Buffer | 27 | 7.72
-- worst max-delay path by stage --
stage	cells after the start	to	from	slack (ns)
6_report	19	sqrt[1]	sqrt[5]	6.05
5_1_grt	20	sqrt[1]	sqrt[5]	5.62
4_1_cts	19	sqrt[1]	sqrt[5]	6.03
-- synth_stat cells (2+ instances only) --
library cell | instances | share of area, %
sky130_fd_sc_hd__nand3b_1 | 2 | 0.49
sky130_fd_sc_hd__clkinv_1 | 5 | 0.61
sky130_fd_sc_hd__a21oi_1 | 11 | 1.8
sky130_fd_sc_hd__nor2b_1 | 2 | 0.41
sky130_fd_sc_hd__clkbuf_1 | 3 | 0.37
sky130_fd_sc_hd__a31oi_1 | 2 | 0.41
sky130_fd_sc_hd__xor2_1 | 6 | 1.7
sky130_fd_sc_hd__nor2_1 | 36 | 4.4
sky130_fd_sc_hd__a221oi_2 | 7 | 3.4
sky130_fd_sc_hd__inv_1 | 71 | 8.7
sky130_fd_sc_hd__a21oi_2 | 3 | 0.85
sky130_fd_sc_hd__fa_1 | 26 | 17
sky130_fd_sc_hd__xnor2_1 | 13 | 3.7
sky130_fd_sc_hd__ha_1 | 51 | 21
sky130_fd_sc_hd__nor3_1 | 8 | 1.3
sky130_fd_sc_hd__and2_1 | 11 | 2.2
sky130_fd_sc_hd__nand2b_1 | 3 | 0.61
sky130_fd_sc_hd__nand4_1 | 2 | 0.41
sky130_fd_sc_hd__a21o_1 | 7 | 1.7
sky130_fd_sc_hd__or3_1 | 3 | 0.61
sky130_fd_sc_hd__o211ai_1 | 3 | 0.73
sky130_fd_sc_hd__conb_1 | 2 | 0.24
sky130_fd_sc_hd__dfxtp_1 | 20 | 13
sky130_fd_sc_hd__nand2_1 | 20 | 2.4
sky130_fd_sc_hd__and3_1 | 3 | 0.61
sky130_fd_sc_hd__nand3_1 | 6 | 0.98
sky130_fd_sc_hd__o21ai_0 | 18 | 2.9
sky130_fd_sc_hd__o21bai_1 | 3 | 0.73
-- through the flow --
stage	setup WS, ns	instances	hold slack [ns]	cell area (um^2)
floorplan	6.70	368	0.347	3080
global placement	6.16	490	0.377	3450
global route	5.62	494	0.407	3500
detailed placement	6.06	490	0.380	3450
finish	6.05	494	0.389	3500
CTS	6.03	494	0.392	3500
-- logic make-up after synthesis --
| family | synth area share (%) |
|---|---|
| fa+ha+maj | 37.7 |
| other cells | 0.244 |
| xor+xnor | 5.41 |
| compound gates | 17.0 |
| simple gates | 15.9 |
| buf+inv | 10.0 |
| flops | 13.0 |
| mux | 0.692 |
