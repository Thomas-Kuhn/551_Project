File: config.mk
export PLATFORM = sky130hd
export DESIGN_NAME = slide_intf
export DESIGN_NICKNAME = slide_intf
export VERILOG_FILES = /design/flow/design.v
export SDC_FILE = /design/flow/constraint.sdc
export NUM_CORES = 4
export LEC_CHECK = 1
export CORE_UTILIZATION = 40
File: constraint.sdc
current_design slide_intf

set clk_period 5.2
set clk_io_pct 0.2

create_clock -name clk0 -period $clk_period [get_ports {clk}]

set non_clock_inputs [all_inputs -no_clocks]
set_input_delay [expr $clk_period * $clk_io_pct] -clock clk0 $non_clock_inputs
set_output_delay [expr $clk_period * $clk_io_pct] -clock clk0 [all_outputs]
File: design.v
module A2D_intf(clk, rst_n, strt_cnv, cnv_cmplt, chnnl, res, a2d_SS_n, SCLK, MOSI, MISO);
output [15:0]res;
output reg a2d_SS_n, SCLK, MOSI;
output reg cnv_cmplt;
input [2:0]chnnl;
input clk, rst_n, strt_cnv, MISO;
wire [15:0]cmd;
wire done;
reg [1:0]state, nextState;
logic wrt;
localparam IDLE = 2'b00;
localparam FIRSTSPI = 2'b01;
localparam WAIT = 2'b11;
localparam DONE = 2'b10;
assign cmd = {2'b00,chnnl,11'h000};
SPI_mstr master(.clk(clk), .rst_n(rst_n), .SS_n(a2d_SS_n), .SCLK(SCLK), .MISO(MISO), .MOSI(MOSI), .wrt(wrt), .done(done), .rd_data({res}), .cmd(cmd));
always@(posedge clk, negedge rst_n) begin
    if(!rst_n) state <= IDLE;
    else state <= nextState;
end
always_comb begin
    nextState = IDLE;
    cnv_cmplt = 1'b0;
    wrt = 1'b0;
    case(state) 
        IDLE: if(strt_cnv) begin
                  wrt = 1'b1;
                  nextState = FIRSTSPI;
              end
        FIRSTSPI: if(done) begin
                     nextState = WAIT;
                 end else nextState = FIRSTSPI;
        WAIT: nextState = DONE;
        default: if(done) begin    
                     wrt = 1'b0;
                     cnv_cmplt = 1'b1;
                 end
    endcase
end
endmodule
module SPI_mstr(clk,rst_n,SS_n,SCLK,MISO,MOSI,wrt,done,rd_data,cmd);
  input clk,rst_n,wrt,MISO;
  input [15:0] cmd;					 
  output reg SS_n, done;			 
  output reg SCLK,MOSI;
  output [15:0] rd_data;				 
  typedef enum reg[1:0] {IDLE,BITS,TRAIL} state_t;
  state_t state,nstate;			 
  reg [4:0] dec_cntr;
  reg [4:0] bit_cntr;
  reg [15:0] shft_reg;			 
  logic rst_cnt, en_cnt, shft;
  logic set_done, clr_done;
  always_ff @(posedge clk, negedge rst_n) begin
    if (!rst_n)
      state <= IDLE;
    else
      state <= nstate;
end
  always_ff @(posedge clk) begin
	if (wrt)
      shft_reg <= cmd;
    else if (shft)
      shft_reg <= {shft_reg[14:0],MISO};
end
  always_ff @(posedge clk) begin
    if (rst_cnt)
      bit_cntr <= 5'b00000;
    else if (en_cnt)
      bit_cntr <= bit_cntr + 1'b1;
end
  always_ff @(posedge clk, negedge rst_n) begin
    if (!rst_n)
	  dec_cntr <= 5'b11000;
	else if (rst_cnt)
      dec_cntr <= 5'b11000;
    else
      dec_cntr <= dec_cntr - 1'b1;
end
  assign SCLK = dec_cntr[4];		 
  always_ff @(posedge clk, negedge rst_n) begin
    if (!rst_n)
	  done <= 1'b0;
	else if (set_done)
	  done <= 1'b1;
	else if (clr_done)
	  done <= 1'b0;
end	  
  always_ff @(posedge clk, negedge rst_n) begin
    if (!rst_n)
	  SS_n <= 1'b1;
	else if (set_done)
	  SS_n <= 1'b1;
	else if (clr_done)
	  SS_n <= 1'b0;
end
  always_comb
    begin
      rst_cnt = 0; 
      en_cnt = 0;
      shft = 0;
      set_done = 0;
	  clr_done = 0;
	  nstate = IDLE;
      case (state)
        IDLE : begin
          rst_cnt = 1;
          if (wrt) 
		    begin
              nstate = BITS;
			  clr_done = 1;
			end
          else 
		    nstate = IDLE;
        end
        BITS : begin
          en_cnt = (dec_cntr==5'b11110) ? 1'b1 : 1'b0;
          shft = (dec_cntr==5'b11110) ? 1'b1 : 1'b0;	 
		  if (bit_cntr[4])
		    nstate = TRAIL;
          else
            nstate = BITS;         
        end
        default : begin 	 
          if (dec_cntr==5'b11000)
		    begin
			  nstate = IDLE;
			  set_done = 1;
			end
		  else
		    nstate = TRAIL;
        end
      endcase
    end
  assign rd_data = shft_reg;			 
  assign MOSI = shft_reg[15];
endmodule 
module slide_intf(POT_LP, POT_B1, POT_B2, POT_B3, POT_HP, VOLUME,MISO,MOSI,SCLK,clk,rst_n,a2d_SS_n);
input MISO,rst_n,clk;
output reg [11:0] POT_LP, POT_B1, POT_B2, POT_B3, POT_HP, VOLUME;
output reg SCLK, MOSI, a2d_SS_n;
wire [15:0] res;  
wire [11:0] res_POT;
reg strt_cnv; 
reg [2:0]chnnl;  
reg en_lp,en_b1,en_b2,en_b3,en_hp,en_vol;  
reg cnv_cmplt; 
A2D_intf a2dint(.clk(clk),.rst_n(rst_n),.strt_cnv(strt_cnv),
	.cnv_cmplt(cnv_cmplt),.chnnl(chnnl),.res(res),
	.a2d_SS_n(a2d_SS_n), .SCLK(SCLK), .MOSI(MOSI), .MISO(MISO));
typedef enum reg{RESET,CONV}state_t;
state_t state,nxt_state;
assign res_POT = res[11:0];
always@(posedge clk) begin
if(en_lp)
	POT_LP <= res_POT;
end
always@(posedge clk) begin
if(en_b1)
	POT_B1 <= res_POT;
end
always@(posedge clk) begin
if(en_b2)
	POT_B2 <= res_POT;
end
always@(posedge clk) begin
if(en_b3)
	POT_B3 <= res_POT;
end
always@(posedge clk) begin
if(en_hp)
	POT_HP <= res_POT;
end
always@(posedge clk) begin
if(en_vol)
	VOLUME <= res_POT;
end
always@(posedge clk or negedge rst_n)
begin
   if(!rst_n) begin
	state <= RESET;
   end else begin
	state <= nxt_state;
   end
end
assign en_lp = (chnnl == 3'b000 && cnv_cmplt) ? 1'b1:1'b0; 
assign en_b1 = (chnnl == 3'b001 && cnv_cmplt) ? 1'b1:1'b0;
assign en_b2 = (chnnl == 3'b010 && cnv_cmplt) ? 1'b1:1'b0;
assign en_b3 = (chnnl == 3'b011 && cnv_cmplt) ? 1'b1:1'b0;
assign en_hp = (chnnl == 3'b100 && cnv_cmplt) ? 1'b1:1'b0;
assign en_vol = (chnnl == 3'b111 && cnv_cmplt) ? 1'b1:1'b0;
always @(posedge clk or negedge rst_n)begin
	if(!rst_n)begin
		chnnl <= 3'b000;
	end else if(cnv_cmplt) begin
		chnnl <= chnnl + 1;
		if(chnnl == 3'b100) chnnl <= 3'b111; 
	end	
end
always_comb
begin
nxt_state = RESET;
case(state)
	RESET: begin		
		strt_cnv = 1'b1;
		nxt_state = CONV;
	end
	default: 
	begin
		strt_cnv = 1'b0;
		if(cnv_cmplt) begin
			nxt_state = RESET;
		end else
			nxt_state = CONV;		
	end
endcase
end
endmodule
File: run.sh
#!/bin/bash
# OpenROAD 26Q1-2900-gdf79404cd8, Yosys 0.63+post, stock flow scripts
make -C /OpenROAD-flow-scripts/flow DESIGN_CONFIG=/design/flow/config.mk WORK_HOME=/design/flow/orfs finish
==> flow_summary_export.csv <==
group,metric,value,unit
detailed_routing,vias,2109,
sta,period_minus_slack,2.51,ns
worst_setup_path,start_kind,"register",
placed_design,hpwl,4380,µm
yosys,netlist-cell-type-count,35,
yosys,synth_top_cell_by_area,"edfxtp_1",
sta,finClkSkew,0.0138,ns
grt,antenna_found_initial,0,
layout,largest_reg_flops,16,
sta,fmax,0.398,GHz
yosys,synthArstFlopShare,16.2,%
floorplan,rows,35,
yosys,ys_sh_mux,3.39,%
status,status,"finished, final reports clean",
detailed_routing,vias_per_cell,4.69,
yosys,syn_avg_cell_area,16.5,µm²
grt,groute.usage.overall,14.5,%
yosys,ys_sh_simple,7.60,%
worst_setup_path,arrival,1.47,ns
pwr,swShare,21.3,%
worst_setup_path,crit_family,"flip-flops",
yosys,edf_count,75,
sta,slew_headroom,46.2,%
flow_run,warnings,30,
clocking,clock_tree.root_cell,"clkbuf_8",
sta,period_used_share,48.3,%
hold_path,min_path_type,"register to register",
detailed_routing,drtPass1Iterations,4,
worst_setup_path,cp-end-kind,"output port",
clocking,post-cts-setup-buffers,0,
placed_design,dpl_cell_area,4770,µm²
hold_path,hp-start,"a2dint.state[3]$_DFF_PN0_",
clocking,numCtsBuffers,9,
clocking,clk_pin_slew_worst_paths,0.10,ns
floorplan,pin_count,78,
yosys,yosys-stat-cells,235,
sta,final_max_slew_viol_count,0,
detailed_routing,drtIter0Drc,55,
clocking,clk_path_buf_depth,2,
worst_setup_path,crit_buf_inv,1,
clocking,clk_latency,0.37,ns
grt,grt_pass1_vias,2096,
placed_design,gp_congestion,0.811,
pwr,power_frac_comb,0.3,%
yosys,fa_ha_area_share,2.91,%
pwr,p_seq_share,65.6,%
flow_run,drv_cap,0,
layout,stdcell_count,450,
yosys,ys_seq_share,79.3,%
yosys,yosys_warnings,11,
clocking,cts_tree,"done",
yosys,synth_flops,111,
sta,tightest_slew,0.806,ns
pwr,p_leak,0.00168,µW
placed_design,dp.cells,434,
sta,setup_violations,0,
sta,hold_violations,0,
detailed_routing,wl_per_cell,14.7,µm
grt,grt.overflow.total,0,
yosys,ys_top_logic_family,"simple AND/OR/NAND/NOR gates",
detailed_routing,diodes,0,
sta,tns,0,ns
detailed_routing,wirelength,6610,µm
worst_setup_path,crit_type,"register to output port",
worst_setup_path,worstSetupStartpoint,"a2dint.master.dec_cntr[4]$_DFF_PN1_",
pwr,p_sw,303,µW
floorplan,die_area,10100,µm²
placed_design,place_ws,3.08,ns
placed_design,io_buffers,77,
clocking,htreeDepth,3,
clocking,cts_sinks,111,
pwr,power.density,287,nW/µm²
yosys,synthFlopType,"edfxtp_1",
yosys,top_cells_by_area,"edfxtp_1, dfxtp_1, dfrtp_1",
grt,grt_max_degree,21,
detailed_routing,drtAntennaViolNets,0,
clocking,cts_hold_buf,0,
layout,drive_gt1_share,8.41,%
pwr,p_clk_share,34.1,%
yosys,synthCells,235,
yosys,synth.top_cell.area_share,58.2,%
yosys,synth.most_common_cell,"edfxtp_1",
layout,final_area,4950,µm²
yosys,netlist_area,3870,µm²
sta,rsz0062_at_grt,"no",
worst_setup_path,cp.required,4.16,ns
yosys,xor_share,0.679,%
worst_setup_path,path_cells,"clkdlybuf4s50_1",
worst_setup_path,slowest_stage,"dfstp_2",
layout,syn_to_final_growth,27.9,%
floorplan,die_width,100,µm
floorplan,die.size.y,100,µm
clocking,ctsResizeCount,0,
pwr,internal_power,1120,µW
yosys,aoi_share,4.10,%
worst_setup_path,max_stage_delay,0.62,ns
floorplan,initial_core_util,41.5,%
detailed_routing,drc,0,
yosys,yosys-top-cells-count,"edfxtp_1, nand2_1, dfxtp_1",
worst_setup_path,r2r-start,"a2dint.state[2]$_DFF_PN0_",
grt,grt_first_pass_wirelength,10600,µm
sta,setup_ws,2.69,ns
worst_setup_path,worst-path-max-fanout,8,
pwr,ir_drop,128,µV
yosys,yosys_area,3870,µm²
floorplan,core-area,9330,µm²
power by group through the flow:
stage | Clock, µW | Combinational [µW] | Sequential (µW)
global route | 530 | 4.90 | 932
finish | 484 | 4.16 | 931
CTS | 499 | 4.42 | 932
per-layer routing:
| layer | GRT usage, % | routed length [µm] |
|---|---|---|
| met1 | 23.6 | 3040 |
| met3 | 4.46 | 426 |
| met5 | 0 | 0 |
| met2 | 21.7 | 3060 |
| met4 | 2.23 | 79 |
logic make-up (layout without fill, tap and decap cells):
group                      count (synthesis)  count (layout)
xor gates and xnor gates                   3               3
AOI/OAI and AO/OA                         26              26
muxes                                     13              13
buffers and inverters                     17             103
adders and majority gates                  9               9
DFF                                      111             111
and+or+nand+nor                           56              56
layout make-up:
cell class	count	area, µm²
clock buffers	9	124
clock inverters	7	61.3
fillers	744	4380
inverters	9	33.8
multi-input cells	107	723
flip-flops and latches	111	3070
well taps	129	161
repair buffers	78	778
placed cells by master (no fill, tap or decap), types with 2 or more instances in the layout:
cell type and count:
nand4_1 5, nand2_1 23, clkbuf_8 9, or3_1 3
o22ai_1 4, dfxtp_1 18, mux2i_1 12, and2_1 3
xnor2_1 3, o21ai_0 9, nor2_1 6, inv_8 2
inv_6 2, dfstp_2 5, and3_1 5, edfxtp_1 75
a2bb2oi_1 2, inv_1 9, ha_1 9, nand2b_1 2
clkdlybuf4s50_1 77, a21oi_1 7, dfrtp_1 13, nand3_1 2
path summary, 6_finish.rpt:
path	endpoint	slack [ns]	cells after the start
worst max-delay path	SCLK	2.69	1
worst min-delay path	a2dint.state[1]$_DFF_PN0_	0.43	0
worst max register to register	POT_B1[0]$_DFFE_PP_	3.15	2
worst min register to register	a2dint.state[1]$_DFF_PN0_	0.43	0
max in group asynchronous	chnnl[2]$_DFFE_PN0P_	3.61	1
min in group asynchronous	a2dint.master.dec_cntr[2]$_DFF_PN0_	1.12	1
metrics by stage:
| stage | hold WS (ns) | power (µW) | util [%] |
|---|---|---|---|
| detailed placement | 0.418 | 956 | 51.1 |
| CTS | 0.442 | 1440 | 53.1 |
| global route | 0.460 | 1470 | 53.1 |
| floorplan | 0.395 | 951 | - |
| global placement | 0.400 | 956 | 51.1 |
| finish | 0.435 | 1420 | 53.1 |
Power is estimated from default activity; no workload was simulated.
