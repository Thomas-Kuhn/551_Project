`flow/config.mk`:
```
export PLATFORM = sky130hd
export DESIGN_NAME = EqualizerLoopBack
export DESIGN_NICKNAME = EqualizerLoopBack
export VERILOG_FILES = /design/flow/design.v
export SDC_FILE = /design/flow/constraint.sdc
export NUM_CORES = 4
export LEC_CHECK = 1
export CORE_UTILIZATION = 50
```
`flow/design.v`:
```
module EqualizerLoopBack(RST_n, clk, SDout, SCL, MCLK, LRCLK, RSTn, SDin);
input RST_n, clk;
wire rst_n;
input SDout;
reg[15:0] rht_out, lft_out;
reg sel;
wire [15:0] rht_in, lft_in;
wire valid;
output reg SDin, LRCLK, SCL, MCLK, RSTn;
rst_synch rs(.RST_n(RST_n), .clk(clk), .rst_n(rst_n));
codec_intf ci(.clk(clk), .rst_n(rst_n), .SDout(SDout), .lft_out(lft_out), .rht_out(rht_out),
		  .SDin(SDin), .valid(valid), .lft_in(lft_in), .rht_in(rht_in), .LRCLK(LRCLK),.SCLK(SCL),.MCLK(MCLK),.RSTn(RSTn));
always @(posedge valid)begin
	if(valid)
		sel <= 1'b1;
	else
		sel <= 1'b0;
end
always @(posedge clk)begin
	if(sel) begin
		rht_out <= rht_in;
		lft_out <= lft_in;
	end
end
endmodule
module codec_intf(clk,rst_n, SDout, lft_out, rht_out,
		  SDin, valid, lft_in, rht_in, LRCLK,SCLK,MCLK,RSTn);
input 	clk; 	 
input 	rst_n;	 
input 	SDout;
input 	[15:0] 	lft_out, rht_out;
output 	reg	SDin;
output  reg 	valid;
output	reg[15:0] lft_in, rht_in;
output 	reg	LRCLK;	 
output 	reg	SCLK;	 
output	reg	MCLK;	 
output	logic	RSTn;	 
reg	[9:0]	clkcount;  
logic	receiving;  
logic 	newtrans;	 
logic	LRCLK_rising, LRCLK_falling, SCLK_rising;  
reg	[15:0] lo, ro, shft_mux, shft_reg;  
always@(posedge clk or negedge rst_n) begin
	if(!rst_n) 
		clkcount <= 10'h200;  
	else 
		clkcount <= clkcount + 1;
end
assign MCLK   = clkcount[1];
assign SCLK   = clkcount[4];
assign LRCLK  = clkcount[9];
typedef enum reg[1:0] {SLEEP, WAKEUP, ACTIVE} state_t;
state_t state, next_state;
always @(posedge clk or negedge rst_n) begin
	if(!rst_n)
		state <= SLEEP;
	else
		state <= next_state;
end
assign newtrans = (clkcount == 10'h201);
assign valid = (clkcount >= 10'h1ef & clkcount < 10'h200) ? 1 : 0;
assign LRCLK_rising = (clkcount == 10'h1ff);  
assign LRCLK_falling = (clkcount == 10'h3ff);  
assign SCLK_rising = (clkcount[4:0] == 5'h0f);
always @(posedge clk or negedge rst_n) begin
	if(!rst_n) begin
		lo <= 16'h0000;
		ro <= 16'h0000;
	end 
	else if(valid) begin
		lo <= lft_out;
		ro <= rht_out;
	end
	else begin
		lo <= lo;
		ro <= ro;
	end
end
assign shft_mux =	(LRCLK_rising) 	? 	lo[15:0] : 
			(LRCLK_falling) ? 	ro[15:0] :
			(receiving) 	? 	{shft_reg[14:0], SDout} :
		   	shft_reg;
assign SDin = shft_reg[15];  
always @(posedge clk or negedge rst_n) begin
	if(!rst_n)
		shft_reg <= 16'h0000;
	else if (SCLK_rising) 
		shft_reg <= shft_mux;
end
always @(posedge clk or negedge rst_n) begin
	if(!rst_n)
		lft_in <= 16'h0000;
	else if(LRCLK_rising)
		lft_in <= shft_reg;
end
assign rht_in = shft_reg;
always_comb
begin
   next_state = SLEEP;
   RSTn = 0;
   receiving = 0;
   case (state) 
	SLEEP: 	if(newtrans)
			next_state = WAKEUP;
	WAKEUP:		
		if(newtrans) 
			next_state = ACTIVE;
		else
			next_state = WAKEUP;
	default:
		begin
		RSTn = 1;
		receiving = 1;
		next_state = ACTIVE;
		end
   endcase
end
endmodule
module rst_synch(RST_n, clk, rst_n);
output reg rst_n;
input RST_n, clk;
reg intermediate;
always@(negedge clk or negedge RST_n) begin
    if(!RST_n) intermediate <= 1'b0;
    else intermediate <= 1'b1;
end
always@(negedge clk or negedge RST_n) begin
    if(!RST_n) rst_n <= 1'b0;
    else rst_n <= intermediate;
end
endmodule
```
`flow/constraint.sdc`:
```
current_design EqualizerLoopBack

set clk_period 2.9
set clk_io_pct 0.2

create_clock -name clk0 -period $clk_period [get_ports {clk}]

set non_clock_inputs [all_inputs -no_clocks]
set_input_delay [expr $clk_period * $clk_io_pct] -clock clk0 $non_clock_inputs
set_output_delay [expr $clk_period * $clk_io_pct] -clock clk0 [all_outputs]
```
`flow/run.sh`:
```
#!/bin/bash
# OpenROAD 26Q1-2900-gdf79404cd8, Yosys 0.63+post, stock flow scripts
make -C /OpenROAD-flow-scripts/flow DESIGN_CONFIG=/design/flow/config.mk WORK_HOME=/design/flow/orfs finish
```
==> notes.md <==
The layout was made with Yosys and OpenROAD.

The flow ran to the end, and the final reports show no timing, DRC or antenna violations. The critical path class is reg -> reg. The leading area contributor after synthesis is sky130_fd_sc_hd__dfrtp_1. For this design, the sink count on the clock tree is between 100 and 150. The synthesized netlist occupies a cell area of 4151 sq um. The number of cells on the worst reg-to-reg path is 5. Across the run, the number of max-cap violations was 0. The count of instantiated cells in the yosys netlist is slightly below 300. In this run, the number of DRC markers left after iteration 0 of detailed routing was 79. The y dimension of the die is between 90 and 100 um. The aggregate global routing overflow is 0. The power spent charging and discharging nets is 0.0005469 W. Per the breakdown, switching nets consume a little over a fifth of all power. TritonCTS built the clock tree. The number of post-CTS setup repair buffers is 0. The synthesis report lists the most area-consuming cells as sky130_fd_sc_hd__dfrtp_1 45%, sky130_fd_sc_hd__dfxtp_1 15%, sky130_fd_sc_hd__mux2_2 13%. The floorplan utilization is 52.63%.

Setup repair after global routing left no endpoint under its margin. In this run the static leakage power is 2.220 nW. The clock input transition at the sequential cells of the worst setup and hold paths is approximately 100 ps. The total number of vias is between 2k and 2.5k. The cell count after synthesis is a little under 300.

The number of H-tree levels is 3. The number of failing hold endpoints at the final stage is 0. The multi-input combinational cells in the finished layout cover a total of 1449 sq um. The number of enable flip-flop cells is 0. Combinational cells account for around 1.2% of the total power. The width of the die is ~93 um. The leading register cell type out of synthesis is sky130_fd_sc_hd__dfrtp_1. The via density per instance is between 5 and 6. The kind of cell adding the most delay to the critical path is AND-OR/OR-AND gates. The initial antenna violation count is 0. The minimum period implied by the final worst setup slack is 2329 ps. The routed design shows a wire length per standard cell of between 15 and 20 um. CTS reports a maximum clock tree buffer depth of 2. In this run the count of I/O pins placed on the die edge is 8. CTS added clock buffers totalling 9.

The core region is between 7000 and 8000 sq um. Per the detail_route report, DRC violations left total 0. In the post-synthesis netlist, the cell with the most instances is sky130_fd_sc_hd__dfrtp_1. The multiplexer share of the synthesized area is 18.54%. Per the detail_route report, inserted antenna diodes total 0.

The average instance area after synthesis is 14.32 sq um. The simple logic cell fraction of the synthesized area is ~6.2%. The remaining antenna violation count after routing is 0.

The category of the worst setup path capture point is a register. The global routing report lists combined usage of all routing layers as between 15 and 20%. The number of detailed-routing iterations run before antenna repair is 4. Among the non-sequential cells, multiplexers take the most area. The maximum vdd drop is between 300 and 400 uV. In this run, flip-flops and latches consume approximately 60% of the power.

The yosys-reported design area after synthesis is about 4200 sq um. The fraction of synthesis flops using an asynchronous set or reset pin is a little under three quarters. The power report lists cell-internal power as slightly below 0.002 W. The maximum fanout encountered on the critical timing path is 17. In this run, the synthesized area fraction spent on xor and xnor cells is recorded as roughly 1.5%. The slew of the pin with the lowest slew margin is between 600 and 700 ps.

The worst setup path is launched from a register. By count the netlist is led by 74 x sky130_fd_sc_hd__dfrtp_1, 49 x sky130_fd_sc_hd__mux2_2, 32 x sky130_fd_sc_hd__dfxtp_1, 17 x sky130_fd_sc_hd__nand2_1, 17 x sky130_fd_sc_hd__nor2_1. The total power after layout is approximately 0.0025 W. The adder and majority cell fraction of the synthesized area is less than 1%. The arrival time of the worst setup path is around 2600 ps.

The number of distinct library cell variants in the gate-level netlist after synthesis is 36. The delay of the slowest critical-path stage is approximately 550 ps. The report gives the cell count of the worst hold path as 0. The via count of the first global-routing pass is 2267. The number of I/O port buffers is 7. In this run the full chip footprint comes out at about 8700 sq um.

Between clock sinks in the finished design, the worst skew comes to ~23 ps. The area taken by flip-flops and latches is 2595 sq um. Fill cells in the final layout number 635.

The count of cell instances traversed by the critical path is 5. The final wirelength is ~6400 um. The share of the core filled with cells in the final layout is 57.71%. In this build the clock could be raised as far as roughly 0.43 GHz. The total count of max-transition violations in the final report is 0.

The total buffers and inverters traversed by the critical path is 1. The proportion of netlist area held by the largest area contributor is between 40% and 50%. The total half-perimeter wirelength after legalization and detailed placement is about 3700 um. The critical path goes through ha_1, and3_1, o2111ai_4, buf_4, mux2_2. The first global-routing pass estimated 11330 um of wire. Of the total power, the clock network draws a little under two fifths. The aoi/oai-family share of the synthesized area is 7.233%. After its last routability iteration, the placer logged a weighted congestion of between 0.7 and 0.8. After detailed placement, the total cell area comes to roughly 4300 sq um.

The synthesis warning total is 10. For the worst-skew pair, the clock arrives at the later sink with an insertion delay of approximately 370 ps. The critical path's slowest stage uses the library cell sky130_fd_sc_hd__o2111ai_4.

The final critical path takes up between 80% and 90% of the cycle. The area growth from synthesis to layout is 9.644%. The share of layout cells above drive strength 1 is roughly 33%.

STA puts the critical path data required time at 3150 ps. The CTS root buffer is sky130_fd_sc_hd__clkbuf_8. The post-CTS resize count is 0.

After synthesis the netlist holds a flip-flop and latch count of 110. For reference, the placement row count at floorplan is 32. The cts-stage hold buffer count is 0. Across all setup checks in the final design, the least slack found is 570.6 ps. The tightest slew margin relative to the limit is 56.49%. The final design area excluding fillers is 4552 sq um. The sequential element share of the synthesized area is 62.51%. The final layout reports a setup TNS of 0 ps. The number of warnings in the stage logs is 27. The ratio of total power to cell area is ~550 nW/um^2. The pre-CTS setup slack is 562.9 ps. The end-of-flow timing check tallies setup violations at 0.

The maximum number of pins on one net before global-route repair is just under 80. The classification of the worst-slack hold path is reg -> reg.
## kinds of logic after synthesis
kind of cell | count (synthesis)
other cells | 1
buf+inv | 19
xor+xnor | 7
flops | 110
fa+ha+maj | 3
mux | 65
simple gates | 51
compound gates | 34
## cell usage in the layout (no fill, tap or decap), types with 5 or more instances in the layout
master,n
sky130_fd_sc_hd__buf_4,8
sky130_fd_sc_hd__clkbuf_8,9
sky130_fd_sc_hd__clkdlybuf4s50_1,7
sky130_fd_sc_hd__dfrtp_1,74
sky130_fd_sc_hd__dfxtp_1,32
sky130_fd_sc_hd__inv_1,5
sky130_fd_sc_hd__mux2_1,6
sky130_fd_sc_hd__mux2_2,49
sky130_fd_sc_hd__mux2_4,10
sky130_fd_sc_hd__nand2_1,17
sky130_fd_sc_hd__nor2_1,17
sky130_fd_sc_hd__o21ai_0,16
sky130_fd_sc_hd__o2bb2ai_1,6
sky130_fd_sc_hd__o2bb2ai_2,10
sky130_fd_sc_hd__xnor2_1,6
## layer usage
| layer | routed length [um] | vias up | share of wire (%) | GRT usage (%) |
|---|---|---|---|---|
| met3 | 169 | 6 | 2.6 | 3.557 |
| met2 | 2859 | 18 | 45 | 26.35 |
| met4 | 81 | 0 | 1.3 | 2.051 |
| met5 | 0 | - | 0 | 0 |
| li1 | - | 1037 | - | - |
| met1 | 3308 | 1092 | 52 | 29.40 |
## final timing paths
kind,start,endpoint,slack (ps)
max in group asynchronous,rs.rst_n,ci.clkcount[9],740
min in group asynchronous,RST_n,rs.intermediate,1720
worst max register to register,ci.clkcount[1],ci.ro[9],570
worst min-delay path,rs.intermediate,rs.rst_n,300
worst max-delay path,ci.clkcount[1],ci.ro[9],570
worst min register to register,rs.intermediate,rs.rst_n,300
## layout make-up
type | count | share of cell area (%)
flip-flops and latches | 110 | 57.01
multi-input cells | 161 | 31.83
repair buffers | 16 | 3.299
well taps | 102 | 2.804
clock buffers | 9 | 2.721
clock inverters | 7 | 1.842
inverters | 6 | 0.4948
## metrics by stage
stage	instances	hold slack [ps]
6_report	411	302.4
5_1_grt	411	324.3
4_1_cts	411	301.9
3_5_place_dp	395	300.9
3_3_place_gp	395	301.5
2_1_floorplan	290	291.7
## power by group through the flow
stage / Combinational [W] / Sequential [W] / Clock, W
6_report: 0.0000290 / 0.00153 / 0.000934
5_1_grt: 0.0000343 / 0.00153 / 0.00103
4_1_cts: 0.0000309 / 0.00153 / 0.000970
Power is estimated from default activity; no workload was simulated.
